==> flow/design.v <==
`timescale 1ns / 1ps
module VGADemo(
    input clk_25,
    output reg [2:0] pixel,
    output hsync_out,
    output vsync_out
);
    wire inDisplayArea;
    wire [9:0] CounterX;
    hvsync_generator hvsync(
      .clk(clk_25),
      .vga_h_sync(hsync_out),
      .vga_v_sync(vsync_out),
      .CounterX(CounterX),
      .inDisplayArea(inDisplayArea)
    );
    always @(posedge clk_25)
    begin
      if (inDisplayArea)
        pixel <= 3'b111;
      else  
        pixel <= 3'b000;
    end
endmodule
`timescale 1ns / 1ps
module hvsync_generator(
    input clk,
    output vga_h_sync,
    output vga_v_sync,
    output reg inDisplayArea,
    output reg [9:0] CounterX,
    output reg [9:0] CounterY
  );
    reg vga_HS, vga_VS;
    wire CounterXmaxed = (CounterX == 264);  
    wire CounterYmaxed = (CounterY == 628);  
    always @(posedge clk)
    if (CounterXmaxed)
      CounterX <= 0;
    else
      CounterX <= CounterX + 1;
    always @(posedge clk)
    begin
      if (CounterXmaxed)
      begin
        if(CounterYmaxed)
          CounterY <= 0;
        else
          CounterY <= CounterY + 1;
      end
    end
    always @(posedge clk)
    begin
      vga_HS <= (CounterX > (200 + 10) && (CounterX < (200 + 10 + 32)));    
      vga_VS <= (CounterY > (600 + 1) && (CounterY < (600 + 1 + 4)));    
    end
    always @(posedge clk)
    begin
        inDisplayArea <= (CounterX < 200) && (CounterY < 600);
    end
    assign vga_h_sync = ~vga_HS;
    assign vga_v_sync = ~vga_VS;
endmodule
==> flow/run.sh <==
#!/bin/bash
# OpenROAD 26Q1-2900-gdf79404cd8, Yosys 0.63+post, stock flow scripts
make -C /OpenROAD-flow-scripts/flow DESIGN_CONFIG=/design/flow/config.mk WORK_HOME=/design/flow/orfs finish
==> flow/config.mk <==
export PLATFORM = sky130hd
export DESIGN_NAME = VGADemo
export DESIGN_NICKNAME = VGADemo
export VERILOG_FILES = /design/flow/design.v
export SDC_FILE = /design/flow/constraint.sdc
export NUM_CORES = 4
export LEC_CHECK = 1
export CORE_AREA = 10 10 113 113
export DIE_AREA = 0 0 123 123
==> flow/constraint.sdc <==
current_design VGADemo

set clk_period 1.9
set clk_io_pct 0.2

create_clock -name clk0 -period $clk_period [get_ports {clk_25}]

set non_clock_inputs [all_inputs -no_clocks]
set_input_delay [expr $clk_period * $clk_io_pct] -clock clk0 $non_clock_inputs
set_output_delay [expr $clk_period * $clk_io_pct] -clock clk0 [all_outputs]
==> impl_metrics.tcl <==
# implementation run metrics
set metrics [dict create \
    min_path_cells 0 \
    crit_fanout 7 \
    worstReg2RegStart "hvsync.CounterY[0]" \
    synth_area_um2 1220 \
    yosys-top-cells-area "edfxtp_1 (25%), dfxtp_1 (23%), ha_1 (5.1%)" \
    endpoint_kind "flop" \
    dieHeight_um 123 \
    holdBufCountCts 0 \
    grt_pass1_vias 726 \
    synth_warnings 2 \
    warnings 28 \
    grt_start_max_net_pins 16 \
    dr.pass1.iters 4 \
    period_minus_slack_ns 1.73 \
    status "completed" \
    yosys_area_um2 1220 \
    max-slew-margin-rel_pct 69.6 \
    drive_gt1_share_pct 6.35 \
    finalCritPeriodShare_pct 91.1 \
    top_area_cell "edfxtp_1" \
    power_density_nw_per_um2 597 \
    rsz0062_at_grt "no" \
    finClkSkew_ns 0.00509 \
    setup.worst_path.class "reg2reg" \
    finalSetupTns_ns 0 \
    area.growth.synth_to_final_pct 18.6 \
    finalPower_mw 0.865 \
    ios 6 \
    avgSynthCellArea_um2 9.69 \
    wl_per_cell_um 7.47 \
    hold_path_class "reg2reg" \
    cp-start-kind "flop" \
    grt_pass1_wl_um 3350 \
    postSynthCellCount 126 \
    cts_buffers 3 \
    h-tree-depth 1 \
    critPathLaunch "hvsync.CounterY[0]" \
    yosysSeqAreaShare_pct 47.5 \
    cts_sinks 24 \
    antenna_left 0 \
    port_buffers 5 \
    track_usage_pct 2.57 \
    drv_cap 0 \
    hpwl_um 1400 \
    via_per_inst 3.32 \
    p_leak_nw 0.481 \
    hp-start "hvsync.inDisplayArea" \
    clk_pin_slew_ns 0.08 \
    drc 0 \
    tightest_slew_ns 0.452 \
    cts_setup_buffers 0 \
    num-fill-cells 1131 \
    ys_ff 24 \
    yosysTopAreaCellShare_pct 24.6 \
    ys_types 35 \
    cts_resized 0 \
    cp.required_ns 1.90 \
    async_reset_ff_share_pct 0 \
    edf_count 10 \
    worstSkewPairLatency_ns 0.26 \
    gp_congestion 0.877 \
    drtIter0Drc 28 \
    critPathArrivalTime_ns 1.74 \
    slew_viol_final 0 \
    core_area_um2 10300 \
    floorplan.core_util_pct 11.8 \
    hold_viol_final 0 \
    ys_cells 126 \
    num_vias 869 \
    clockRootBuffer "clkbuf_8" \
    r2r_slack_ns 0.17 \
    totalWireLength_um 1960 \
    die_area_um2 15100 \
    clk_path_buf_depth 2 \
    fmax_mhz 578 \
    worst_hold_slack_ns 0.330 \
    finalNonFillerCells 262 \
    cts_tree "yes" \
    ir_drop_v 0.000197 \
    dp.cells 258 \
    dieWidth_um 123 \
    num_antenna_cells 0 \
    grt-ovfl-total 0 \
    antenna_found_initial 0 \
    rows 37 \
    finalSetupViolCount 0 \
    ys.flop_type "dfxtp_1" \
    rr_worst_depth 5 \
]
## worst paths after layout
path	end
worst min-delay path	pixel[1]
worst max register to register	hvsync.CounterY[3]
worst min register to register	pixel[1]
worst max-delay path	hvsync.CounterY[3]
## cell usage after synthesis, drive strengths merged, types with 3 or more instances
cell / count
dfxtp: 14
inv: 11
edfxtp: 10
nor2: 10
buf: 8
nand3: 8
nand2: 7
xnor2: 6
a21oi: 5
ha: 5
nor3: 5
xor2: 5
a31oi: 3
o21ai: 3
o31ai: 3
## cell families (layout without fill, tap and decap cells)
kind of cell	after synthesis	in the layout	share of synthesized area, %
XOR/XNOR	11	11	7.89
flip-flops	24	24	47.5
buffers and inverters	21	21	7.89
AND-OR/OR-AND	20	20	11.2
adder cells (fa/ha/maj)	5	5	5.12
AND/OR/NAND/NOR	45	45	20.4
## layout make-up
| class | count | area [µm²] | area share, % |
|---|---|---|---|
| clock buffers | 4 | 55.1 | 3.80 |
| inverters | 11 | 41.3 | 2.85 |
| multi-input cells | 81 | 544 | 37.6 |
| flip-flops and latches | 24 | 581 | 40.1 |
| well taps | 136 | 170 | 11.7 |
| repair buffers | 6 | 57.6 | 3.97 |
## routing by layer
layer  share of wire [%]  wire, µm  vias up  GRT usage (%)
li1                    -         -      441              -
met1                  51       989      401           3.68
met5                   0         0        -              0
met4                 2.0        40        0          0.655
met2                  41       799       25           3.68
met3                 6.4       126        2          0.786
## flip-flops by register name, summed over array words and instances (netlist names)
name	flops
hvsync.CounterX	10
hvsync.CounterY	10
hvsync.inDisplayArea	1
hvsync.vga_HS	1
hvsync.vga_VS	1
pixel	1
## worst max-delay path: stages (launching register included)
cell and delay, ns:
edfxtp_1 0.48, inv_1 0.10, ha_1 0.19, nand3b_1 0.17, nor3_1 0.44, nor2_1 0.10
## power breakdown
part	total, mW	switching (mW)	internal, mW
logic	0.000000224	0	0
registers	0.532	0	0.532
clock network	0.334	0.149	0.185
## layout by cell type (no fill, tap or decap), types with 2 or more instances in the layout
cell type / instances
a21oi_1: 4
a31oi_1: 3
and3_1: 2
and4_1: 2
clkbuf_8: 4
clkdlybuf4s50_1: 5
dfxtp_1: 14
edfxtp_1: 10
ha_1: 5
inv_1: 11
nand2_1: 7
nand3_1: 7
nand3b_1: 2
nor2_1: 10
nor2b_1: 2
nor3_1: 5
nor4_1: 2
o21ai_0: 3
o31ai_1: 3
xnor2_1: 6
xor2_1: 5
## per-stage QoR
step	util, %	worst slack, ns	instance area, µm²
2_1_floorplan	-	0.412	1220
3_3_place_gp	13.5	0.255	1390
3_5_place_dp	13.5	0.192	1390
4_1_cts	14.0	0.162	1450
5_1_grt	14.0	0.0432	1450
6_report	14.0	0.169	1450
Power figures rest on the tool's default switching activity, not on a simulated workload.
