$ cat /design/flow/run.sh
#!/bin/bash
# OpenROAD 26Q1-2900-gdf79404cd8, Yosys 0.63+post, stock flow scripts
make -C /OpenROAD-flow-scripts/flow DESIGN_CONFIG=/design/flow/config.mk WORK_HOME=/design/flow/orfs finish
$ cat /design/flow/config.mk
export PLATFORM = sky130hd
export DESIGN_NAME = up_down_counter
export DESIGN_NICKNAME = up_down_counter
export VERILOG_FILES = /design/flow/design.v
export SDC_FILE = /design/flow/constraint.sdc
export NUM_CORES = 4
export LEC_CHECK = 1
export CORE_AREA = 10 10 70 70
export DIE_AREA = 0 0 80 80
$ cat /design/flow/constraint.sdc
current_design up_down_counter

set clk_period 1.4
set clk_io_pct 0.2

create_clock -name clk0 -period $clk_period [get_ports {Clk}]

set non_clock_inputs [all_inputs -no_clocks]
set_input_delay [expr $clk_period * $clk_io_pct] -clock clk0 $non_clock_inputs
set_output_delay [expr $clk_period * $clk_io_pct] -clock clk0 [all_outputs]
$ cat /design/flow/design.v
`timescale 1ns / 1ps
module up_down_counter(
    Clk,
    reset,
    UpOrDown,   
    Count
    );
    input Clk;
	 input reset;
	 input UpOrDown;
    output [2 : 0] Count;
    reg [2 : 0] Count = 0;  
     always @(posedge(Clk) or posedge(reset))
     begin
        if(reset == 1) 
            Count <= 0;
        else    
            if(UpOrDown == 1)    
                if(Count == 5)
                    Count <= 0;
                else
                    Count <= Count + 1;  
            else   
                if(Count == 0)
                    Count <= 5;
                else
                    Count <= Count - 1;  
     end    
endmodule
==> tab_implementation.tex <==
% Implementation results table
\begin{tabular}{lr}
\hline
Metric & Value \\
\hline
\multicolumn{2}{l}{\textbf{Synthesis}} \\
Flops out of synthesis & 3 \\
Unique cell type count in the Yosys netlist & 12 \\
Leading register cell type out of synthesis & sky130\_fd\_sc\_hd\_\_dfrtp\_1 \\
Chip area estimate from yosys synthesis & 171.4 sq um \\
Number of synthesized flops with an enable pin & 0 \\
Synth top area cells & sky130\_fd\_sc\_hd\_\_dfrtp\_1 (44\%), sky130\_fd\_sc\_hd\_\_and4bb\_1 (7.3\%), sky130\_fd\_sc\_hd\_\_ha\_1 (7.3\%) \\
Mapped Area & 171.4 sq um \\
Avg Inst Size Synth & 10.08 sq um \\
Yosys cell count & 17 \\
Top-area cell type share of the netlist area & 0.4380 \\
Synthesized netlist cell count & 17 \\
Commonest cells in the synthesized netlist & sky130\_fd\_sc\_hd\_\_dfrtp\_1 (3), sky130\_fd\_sc\_hd\_\_inv\_1 (3), sky130\_fd\_sc\_hd\_\_nor2b\_1 (2) \\
Share of synthesized registers carrying an async set or reset & 1.000 \\
Warnings, synthesis & 1 \\
Post-synthesis sequential area ratio & 0.4380 \\
Synth area leader & sky130\_fd\_sc\_hd\_\_dfrtp\_1 \\
\multicolumn{2}{l}{\textbf{Detailed routing}} \\
Vias per std cell & 2.176 \\
Count of inserted antenna diode cells & 0 \\
Count of nets left with antenna violations after detail routing & 0 \\
\# DRC & 0 \\
Post-detailed-route wirelength per cell & 5.811 microns \\
Final Routed Wirelength & 430 microns \\
Iteration count of the initial detailed-routing pass & 4 \\
Total via count in the routed design & 161 \\
DRT iter0 DRCs & 11 \\
\multicolumn{2}{l}{\textbf{Pwr}} \\
Worst vdd rail ir drop & 135.6 uV \\
Reported leakage power & 0.1217 nW \\
Total power draw & 0.0003741 W \\
Power density over cell area & 1168 nW/um\^{}2 \\
\multicolumn{2}{l}{\textbf{Critical path}} \\
Arrival time at the worst endpoint & 1030 ps \\
Buffer and inverter count on the worst path & 1 \\
Sort of element at the end of the critical path & output port \\
Crit-path cells & clkdlybuf4s50\_1 \\
Endpoint required time on the critical path & 1120 ps \\
Slowest cell delay on critical path & 460 ps \\
Startpoint types & register \\
Kind of cell adding the most delay to the critical path & buffers and inverters \\
Slowest cell on crit path & sky130\_fd\_sc\_hd\_\_clkdlybuf4s50\_1 \\
Maximum fanout along the worst path & 2 \\
Classification of the worst setup path & reg2out \\
\multicolumn{2}{l}{\textbf{Final timing}} \\
Final Hold Vio Count & 0 \\
Clock Skews & 0.1129 ps \\
Portion of the clock cycle consumed by the worst path in the final layout & 0.9352 \\
Worst Tran Pin Value & 219.3 ps \\
Fin worst setup slack & 90.69 ps \\
Final slew viol count & 0 \\
Worst-case headroom to the max-slew limit & 0.8533 \\
WHS & 215.2 ps \\
Setup violators final & 0 \\
Max Clk Rate & 763.8 MHz \\
Setup TNS after final layout & 0 ps \\
RSZ-0062 raised after global routing & no \\
Final critical delay including setup and external delays & 1309 ps \\
\multicolumn{2}{l}{\textbf{Global routing}} \\
Antenna violations before repair & 0 \\
Met3 Track Usage GR & 0.004545 \\
Met1 demand-to-capacity share in global routing & 0.01532 \\
Global-route layer with the greatest usage & met2 \\
Via count of the first global-routing pass & 160 \\
Leftover overflow at the end of global routing & 0 \\
Wire length of the first global-routing pass & 607 microns \\
GRT Util Overall & 0.01159 \\
Pin count of the biggest net entering global routing & 8 \\
GR Layer Usage met2 & 0.01605 \\
\multicolumn{2}{l}{\textbf{Cells and area}} \\
Register bank with the most flops & Count \\
Area growth, synth to finish & 86.86\% \\
Final core occ & 0.09377 \\
Flip-flop count of the largest register, all copies and words added & 3 \\
Area used by sequential logic in the layout & 76.32 sq um \\
Leading registers by flop count & Count: 3 flops \\
Area of the multi-input gates & 85.08 sq um \\
Fraction of final layout cells sized beyond drive strength 1 & 0.2143 \\
Number of filler cells placed in the layout & 403 \\
\multicolumn{2}{l}{\textbf{Die}} \\
Fp\_density & 0.05018 \\
Chip height & 80 microns \\
Die X-Extent & 80 microns \\
Rows & 21 \\
Total die size & 6400 sq um \\
Placeable core area & 3416 sq um \\
Number of top-level pins & 6 \\
\multicolumn{2}{l}{\textbf{Clocking}} \\
Clock H-tree levels & 1 \\
Clock tree from TritonCTS & yes \\
Hold Buf Count CTS & 0 \\
Clock input transition at the sequential cells of the worst setup and hold paths & 40 ps \\
Number of sinks on the clock net & 3 \\
Worst-case clock buffer depth & 2 \\
Insertion delay of the later-clocked pin in the worst-skew pair & 230 ps \\
Number of CTS-inserted buffers & 3 \\
Clock tree root buffer cell & sky130\_fd\_sc\_hd\_\_clkbuf\_4 \\
\multicolumn{2}{l}{\textbf{Flow run}} \\
OpenROAD warning count & 25 \\
Count of max-cap constraint violations & 0 \\
\multicolumn{2}{l}{\textbf{Placement}} \\
Detail Placement HPWL & 318.9 microns \\
Worst setup timing slack at the placement stage & -62.29 ps \\
Final weighted congestion of routability-driven global placement & 0.7268 \\
Port Buf Inserts & 5 \\
\multicolumn{2}{l}{\textbf{Status}} \\
Result of the run & completed \\
\multicolumn{2}{l}{\textbf{Hold path}} \\
Class of the most critical hold timing path & in2async \\
\hline
\end{tabular}
-- path summary, 6_finish.rpt --
path / startpoint / endpoint / slack [ps] / cells past startpoint
max reg2reg: Count[1] / Count[2] / 160 / 5
min in group clk0: Count[0] / Count[0] / 550 / 1
max: Count[2] / Count[2] / 90 / 1
min: reset / Count[1] / 220 / 2
min reg2reg: Count[0] / Count[0] / 550 / 1
max in group asynchronous: reset / Count[0] / 1040 / 2
-- cell usage in the layout (no fill, tap or decap), drive strengths merged, types with 2 or more instances in the layout --
master,synthesis,final
clkdlybuf4s50,0,4
clkbuf,0,4
inv,3,3
dfrtp,3,3
nor2b,2,2
buf,0,2
-- power by group --
| part | total [W] | internal (W) | leakage [nW] | switching, W |
|---|---|---|---|---|
| clock | 0.000149 | 0.000107 | 0.0150 | 0.0000427 |
| sequential | 0.000110 | 0.000103 | 0.0331 | 0.00000736 |
| combinational | 0.000115 | 0.0000768 | 0.0736 | 0.0000379 |
| total | 0.000374 | 0.000286 | 0.122 | 0.0000880 |
-- timing repair --
action	in CTS	in global routing
endpoints found under the setup margin	3	0
buffers inserted	2	0
resized	2	0
-- routing by layer --
metal | part of all wire | wire length (microns) | vias up
met3 | 0.12 | 53 | 0
met5 | 0 | 0 | -
met4 | 0 | 0 | 0
met2 | 0.37 | 161 | 6
li1 | - | - | 81
met1 | 0.50 | 215 | 74
-- final cells by class --
type,count,share of cell area
repair buffers,7,0.1992
multi-input cells,11,0.2656
well taps,46,0.1797
clock buffers,4,0.08203
inverters,3,0.03516
flip-flops and latches,3,0.2383
-- stage by stage --
stage	instances	area [sq um]
2_1_floorplan	17	171.4
3_3_place_gp	68	279.0
3_5_place_dp	68	279.0
4_1_cts	74	320.3
5_1_grt	74	320.3
6_report	74	320.3
-- kinds of logic after synthesis --
logic type / synth area share
simple gates: 0.2482
flops: 0.4379
fa+ha+maj: 0.07298
compound gates: 0.1241
xor+xnor: 0.05110
buf+inv: 0.06569
No activity file was given, so power comes from the tool's default toggle rates.
