**design/flow/design.v**
```verilog
`timescale 100 ps / 10 ps
module Horizontal_Counter(CLK_IN, ACTIVE_LOW_HSYNC, ACTIVE_LOW_HBLANK, ACTIVE_LOW_VSYNC, ACTIVE_LOW_VBLANK, Q, Q2);
	output             ACTIVE_LOW_HSYNC;
	output             ACTIVE_LOW_HBLANK;
	output [8:0]       Q;
	output [9:0]       Q2;
	output             ACTIVE_LOW_VSYNC;
	output             ACTIVE_LOW_VBLANK;
	input				CLK_IN;	
	reg                ACTIVE_LOW_HSYNC;
   reg                ACTIVE_LOW_HBLANK;
	reg [8:0]          Q;
	reg [9:0]          Q2;
	reg                ACTIVE_LOW_VSYNC;
   reg                ACTIVE_LOW_VBLANK;
	always @(posedge CLK_IN)
     begin
		    if (Q2 > 627)
			Q2 <= 0;
		  begin
			 if (Q > 263)
				begin
					Q <= 0;
					Q2 <= Q2 + 1;
				end
			 else
					Q <= Q + 1;
		  end
		 if (Q > 199)
			   if(Q < 264)
					ACTIVE_LOW_HBLANK <= 0;
				else
					ACTIVE_LOW_HBLANK <= 1;
		 else
			ACTIVE_LOW_HBLANK <= 1;
		 if (Q > 209)
			if (Q < 242)
				ACTIVE_LOW_HSYNC <= 0;
			else
				ACTIVE_LOW_HSYNC <= 1;
		 else
		   ACTIVE_LOW_HSYNC <= 1;
		 if (Q2 > 599)
			   if(Q2 < 628)
					ACTIVE_LOW_VBLANK <= 0;
				else
					ACTIVE_LOW_VBLANK <= 1;
		 else
			ACTIVE_LOW_VBLANK <= 1'b1;
		 if (Q2 > 600)
			if (Q2 < 605)
				ACTIVE_LOW_VSYNC <= 0;
			else
				ACTIVE_LOW_VSYNC <= 1;
		 else
		   ACTIVE_LOW_VSYNC <= 1;
	 end
endmodule
```
**design/flow/run.sh**
```bash
#!/bin/bash
# OpenROAD 26Q1-2900-gdf79404cd8, Yosys 0.63+post, stock flow scripts
make -C /OpenROAD-flow-scripts/flow DESIGN_CONFIG=/design/flow/config.mk WORK_HOME=/design/flow/orfs finish
```
**design/flow/config.mk**
```make
export PLATFORM = sky130hd
export DESIGN_NAME = Horizontal_Counter
export DESIGN_NICKNAME = Horizontal_Counter
export VERILOG_FILES = /design/flow/design.v
export SDC_FILE = /design/flow/constraint.sdc
export NUM_CORES = 4
export LEC_CHECK = 1
export CORE_AREA = 10 10 110 110
export DIE_AREA = 0 0 120 120
```
**design/flow/constraint.sdc**
```tcl
current_design Horizontal_Counter

set clk_period 3.5
set clk_io_pct 0.2

create_clock -name clk0 -period $clk_period [get_ports {CLK_IN}]

set non_clock_inputs [all_inputs -no_clocks]
set_input_delay [expr $clk_period * $clk_io_pct] -clock clk0 $non_clock_inputs
set_output_delay [expr $clk_period * $clk_io_pct] -clock clk0 [all_outputs]
```
==> summary.txt <==
run metrics: Cell Area, Synth between 1000 and 1500 µm², via count of the first global-routing pass approximately 900, max_cap viols 0, Crit. End Element output port, Comb area 589.3 µm², Slew headroom 0.6913, number of cells in Yosys stat 120, # DRC 0, DR WL/cell about 11 µm, GRT Total Usage 0.03960, metal3 WL ~420 µm, Peak VDD IR ~0.00015 V, tool warnings 28, crit-path cells clkdlybuf4s50_1, f_max 456.6 MHz, Root Buffer clkbuf_8, # setup viols final 0, Sequential Area roughly 560 µm², final hold violations 0, Crit Reg-Reg Startpoint Q[0]$_SDFF_PN0_, clock-pin transition on the worst setup and hold timing paths about 0.090 ns, yosys stat chip area 1195 µm², FP Util 0.1222, core area 9774 µm², Reg-to-Reg End Q2[8]$_SDFFCE_PP0P_, DR vias about 990, Row Count 36, post-synth tally of flip-flops with integrated enable 10, worst path required time 2.80 ns, Hold/Removal Path Class register to register, CTS tree done, Critical Path Start Q[8]$_SDFF_PN0_, ys async rst share 0, register share after synthesis 0.4691, fin util 0.1650, Lkg Pwr 0.0005775 µW, Top Layout Cells clkdlybuf4s50_1, dfxtp_1, o21ai_0, edfxtp_1, r2r setup slk roughly 1.4 ns, die width approximately 120 µm, area grow syn2layout 34.97%, Clock Skew roughly 0.01 ns, Antenna Nets Post-Route 0, CP delay by family, top flip-flops, largest net degree at the start of global routing 15, Slew @ Worst Pin between 0.4 and 0.5 ns, dpl hpwl approximately 2.2 mm, Met1 Wirelength roughly 1.4 mm, crit path time final approximately 2.2 ns, fin cells 275, wirelength, routed 2.903 mm, CP endpoint Q[8], Critical Path Source Type register, main flop type dfxtp_1, pre-CTS setup slack 1.415 ns, initial detailed-routing violation count about 110, first-pass GRT wire length 4.705 mm, Critical-path top delay cell dfxtp_1, clock buffer depth 2, total gr overflow 0, num ports 24, antenna violations before repair 0, Die Size 14400 µm², n_diodes 0, setup TNS 0 ns, critical path's largest stage delay between 0.6 and 0.7 ns, crit path buf inv count 1, Sink Count 23, pwr dens approximately 280 nW/µm², first drt pass iteration count 4, Placed Cells 271, CP Max Fanout 14, Post-synth regs 23, highest routed layer met4, CTS buffer count 3, final worst slack ~1.3 ns, number of stages on the worst setup path 1, period utilization 0.6257, fillers about 1.1k, Synth warnings 1, syn avg cell area 9.957 µm², gpl congestion about 0.8, WS Path Type register to output port, outcome completed, vias per cell 3.600, met2 WL post-DR about 1.1 mm, Cells after Synth 120, Late-Pin Clk Latency between 0.2 and 0.3 ns, CTS H-Tree Depth 1, IO Port Bufs 23, RSZ-0062 raised after global routing no, Post-CTS Resized 0, hold_ws between 0.5 and 0.6 ns, Post-CTS Setup Bufs 0, hold-fix buffer count after cts 0, Worst EP arrival approximately 1.5 ns, layout cells sized above 1 0.08451, Synth cell types 39, Final Max Slew Viols 0, Top cell excl fill/tap clkdlybuf4s50_1, R2R cell count 4, die height roughly 120 µm
## power by group
part           leakage, µW  internal, µW  switching (µW)
Clock            0.0000260          81.1            87.8
Sequential        0.000221           277               0
Combinational     0.000330             0               0
Total             0.000578           358            87.8
## synth_stat cells (all sizes together), types with 2 or more instances
cell type / n / area, µm²
nor2: 7 / 26.28
and2: 2 / 13.77
nand4: 3 / 25.02
o211ai: 3 / 27.52
edfxtp: 10 / 300.3
inv: 4 / 15.01
a21oi: 3 / 15.01
buf: 4 / 22.52
a211oi: 6 / 50.05
nand3: 8 / 45.04
o21ai: 12 / 60.06
xor2: 4 / 35.03
and3: 3 / 18.77
nand2: 5 / 18.77
dfxtp: 13 / 260.3
nor3: 5 / 30.03
ha: 5 / 62.56
a22o: 2 / 17.52
or3: 7 / 45.05
a22oi: 3 / 22.52
## worst min-delay path by stage
stage	start	to	slack, ns	depth (start not counted)
4_1_cts	Q[7]$_SDFF_PN0_	Q[7]$_SDFF_PN0_	0.54	2
5_1_grt	Q[6]$_SDFF_PN0_	Q[6]$_SDFF_PN0_	0.59	2
6_report	Q[0]$_SDFF_PN0_	Q[0]$_SDFF_PN0_	0.54	1
## stage by stage
stage          power (µW)  instance area (µm²)
5_1_grt             467.9                 1613
3_3_place_gp        283.5                 1565
3_5_place_dp        283.5                 1565
4_1_cts             452.7                 1613
2_1_floorplan       283.5                 1195
6_report            446.1                 1613
## logic make-up after synthesis
kind of cell,after synthesis,synth area share
flip-flops,23,0.4691
buffers and inverters,10,0.03769
XOR/XNOR,5,0.03665
AND-OR/OR-AND,35,0.2031
adder cells (fa/ha/maj),5,0.05236
AND/OR/NAND/NOR,42,0.2011
## area by class of cell
| class | count | area share |
|---|---|---|
| Clock buffer | 3 | 0.02560 |
| Clock inverter | 1 | 0.003879 |
| Inverter | 5 | 0.01164 |
| Multi-Input combinational cell | 87 | 0.3654 |
| Sequential cell | 23 | 0.3476 |
| Tap cell | 133 | 0.1032 |
| Timing Repair Buffer | 23 | 0.1427 |
## routing by layer
metal | global-route usage | up-vias
met3 | 0.02665 | 2
met2 | 0.05227 | 39
li1 | - | 497
met5 | 0 | -
met1 | 0.05498 | 452
met4 | 0.001508 | 0
## registers in the layout, summed over array words and instances (netlist names)
register	cells
ACTIVE_LOW_VSYNC	1
Q	9
ACTIVE_LOW_VBLANK	1
Q2	10
ACTIVE_LOW_HBLANK	1
ACTIVE_LOW_HSYNC	1
No activity file was given, so power comes from the tool's default toggle rates.
